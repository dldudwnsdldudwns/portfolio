--- /design/flow/design.v ---
module dpram(
   clk   ,
   ena   ,   
   wea   ,   
   addra ,   
   enb   ,   
   addrb ,   
   dia   ,   
   dob       
);
   parameter W_DATA = 8;
   parameter N_WORD = 512; 
   parameter W_WORD = $clog2(N_WORD);
   parameter FILENAME = "";
   parameter N_DELAY = 1;
   input clk;   
   input ena;                  
   input wea;                  
   input [W_WORD-1:0] addra;   
   input enb;                  
   input [W_WORD-1:0] addrb;   
   input [W_DATA-1:0] dia;     
   output [W_DATA-1:0] dob;    
	reg [W_DATA-1:0] ram[N_WORD-1:0];
   initial
   begin
      if (FILENAME != "") begin
         $display("### Loading internal memory from %s ###", FILENAME);
         $readmemh(FILENAME, ram);
      end
   end
   always @(posedge clk)
   begin: write
      if(ena)
      begin
         if(wea)
            ram[addra] <= dia;
      end
   end
   generate 
      if(N_DELAY == 1) begin: delay_1
         reg [W_DATA-1:0] rdata;  
         always @(posedge clk)
         begin: read
            if(enb)
               rdata <= ram[addrb];
         end
         assign dob = rdata;
      end
      else begin: delay_n
         reg [N_DELAY*W_DATA-1:0] rdata_r;
         always @(posedge clk)
         begin: read
            if(enb)
               rdata_r[0+:W_DATA] <= ram[addrb];
         end
         always @(posedge clk) begin: delay
            integer i;
            for(i = 0; i < N_DELAY-1; i = i+1)
               if(enb)
                  rdata_r[(i+1)*W_DATA+:W_DATA] <= rdata_r[i*W_DATA+:W_DATA];
         end
         assign dob = rdata_r[(N_DELAY-1)*W_DATA+:W_DATA];
      end
   endgenerate
endmodule
--- /design/flow/run.sh ---
#!/bin/bash
# OpenROAD 26Q1-2900-gdf79404cd8, Yosys 0.63+post, stock flow scripts
make -C /OpenROAD-flow-scripts/flow DESIGN_CONFIG=/design/flow/config.mk WORK_HOME=/design/flow/orfs finish
--- /design/flow/config.mk ---
export PLATFORM = sky130hd
export DESIGN_NAME = dpram
export DESIGN_NICKNAME = dpram
export VERILOG_FILES = /design/flow/design.v
export SDC_FILE = /design/flow/constraint.sdc
export NUM_CORES = 4
export LEC_CHECK = 1
export CORE_UTILIZATION = 40
--- /design/flow/constraint.sdc ---
current_design dpram

set clk_period 13.7
set clk_io_pct 0.2

create_clock -name clk0 -period $clk_period [get_ports {clk}]

set non_clock_inputs [all_inputs -no_clocks]
set_input_delay [expr $clk_period * $clk_io_pct] -clock clk0 $non_clock_inputs
set_output_delay [expr $clk_period * $clk_io_pct] -clock clk0 [all_outputs]
==> impl_metrics.json <==
{
  "io_pins": 38,
  "grt_max_degree": 140,
  "wl_per_cell_um": 29.86,
  "power.leakage_nw": 56.42,
  "place_ws_ns": 5.607,
  "cellPowerDensity_mw_per_mm2": 145.9,
  "critPathRequiredTime_ns": 14.40,
  "lay_top_count": "edfxtp_1",
  "rsz0062_at_grt": "false",
  "period_used_share": 0.5280,
  "slew_headroom": 0.2368,
  "cts_setup_buffers": 0,
  "fin_ws_ns": 6.466,
  "ys_ff": 4104,
  "ctsResizeCount": 0,
  "swShare": 0.2101,
  "cts_tree": "built",
  "ys_types": 51,
  "synth.avg_cell_area_um2": 19.98,
  "path_cells": "clkbuf_8 > buf_4 > or2_4 > buf_4 > buf_4 > buf_4 > o221ai_1 > o22ai_1 > o21ai_0 > nand4_1 > nand4_1 > and3_1",
  "antenna_found_initial": 19,
  "path_buffers": 5,
  "netlist_instances": 8021,
  "gp_congestion": 0.9263,
  "clock-sinks": 4104,
  "setup_viol": 0,
  "final.min_clock_period_ns": 7.234,
  "io_buffers": 37,
  "wl_mm": 413.6,
  "dp_cells": 13060,
  "edf_count": 4104,
  "crit_family": "buffers and inverters",
  "finalSetupTns_ns": 0,
  "worst_pin_slew_ns": 1.134,
  "drc": 0,
  "combPwrFrac": 0.046,
  "clkLatencyLatePin_ns": 0.97,
  "clock.fmax_mhz": 138.2,
  "slowest_stage": "buf_4",
  "dpl.hpwl_mm": 255.3,
  "skew_ns": 0.05410,
  "slowest_delay_ns": 0.66,
  "fp.dieW_um": 635.0,
  "syn-cell-area_mm2": 0.1603,
  "p_seq_frac": 0.527,
  "power_switching_mw": 5.514,
  "drive_gt1_frac": 0.1763,
  "fin_hold_ws_ns": 1.214,
  "drv_cap": 0,
  "yosys_cells": 8021,
  "vias": 80280,
  "p_int_mw": 20.73,
  "clk_pin_slew_ns": 0.06,
  "cts_root_buf": "clkbuf_16",
  "viasPerCell": 5.797,
  "coreArea_mm2": 0.3991,
  "path_class": "in2reg",
  "ys_seq_frac": 0.7689,
  "ys_warn_count": 1,
  "clk_path_buf_depth": 4,
  "fill_cells": 32740,
  "dieArea_mm2": 0.4032,
  "ys_area_mm2": 0.1603,
  "flop_cell": "edfxtp_1",
  "rows": 232,
  "async_flop_share": 0,
  "h-tree-depth": 5,
  "syn2layout_area_growth_pct": 12.23,
  "postCtsHoldBufs": 0,
  "grt_pass1_wl_mm": 597.6,
  "mostFrequentLayoutCells": "edfxtp_1, mux2i_1, mux4_2",
  "peakVddDrop_mv": 0.1252,
  "hold_class": "reg2reg",
  "outcome": "finished, final reports clean",
  "stdcell_count": 13850,
  "clkPwrFrac": 0.426,
  "fp-utilization": 0.4015,
  "crit_path_end_kind": "flop",
  "grt_pass1_vias": 86740,
  "startpoint_type": "primary input",
  "antenna_left": 0,
  "crit_top_cell": "buf_4",
  "hold_viol": 0,
  "numCtsBuffers": 415,
  "cp_data_arrival_time_ns": 7.93,
  "firstDrtPassIters": 6,
  "final_max_slew_viol_count": 0,
  "warning_count": 38,
  "gr-total-overflow": 0,
  "drt_iter0_drc": 5962,
  "grtUsageTotal": 0.2241,
  "fp.dieH_um": 635.0,
  "cp_max_fo": 49
}
==> Yosys cell counts, drive strengths merged, types with 2 or more instances <==
master  instances  area share
or4             6     0.00028
mux2i         823       0.051
a31oi           2    0.000078
o22ai         185      0.0072
nor3b           8     0.00037
and3b           3     0.00016
and3           12     0.00047
nor4           33      0.0015
a22o            6     0.00033
and4b           2     0.00012
nor3           33      0.0010
nand2         118      0.0028
nand2b          5     0.00020
nand3          36      0.0011
a221oi          6     0.00033
nand4          45      0.0018
nor2b           8     0.00031
a22oi          94      0.0044
edfxtp       4104        0.77
or2             3     0.00012
clkbuf        247      0.0058
o31ai          17     0.00080
mux4          634       0.089
o221ai        367       0.020
o21ai         116      0.0036
nor2          564       0.013
buf           265       0.014
and2           19     0.00074
a311oi          8     0.00044
inv             3    0.000070
a211oi         23      0.0011
a21oi         209      0.0065
and4            7     0.00038
==> state kept, by name, summed over array words and instances, names as in the netlist <==
| register | cells |
|---|---|
| delay_1.rdata | 8 |
| ram | 4096 |
==> kinds of logic after synthesis <==
kind of cell | after synthesis | share of synthesized area
flip-flops | 4104 | 0.7689
multiplexers | 1458 | 0.1410
AND-OR/OR-AND | 1038 | 0.04515
AND/OR/NAND/NOR | 904 | 0.02466
buffers and inverters | 517 | 0.02028
==> final cells by class <==
cell class,count,area [um2],share of cell area
antenna,25,62.56,0.0003478
tap,5265,6588,0.03663
sequential,4104,123200,0.6852
inverter,4,22.52,0.0001252
clock inverter,256,2536,0.01410
timing repair buffer,288,2509,0.01395
multi-input combinational,3400,33970,0.1888
clock buffer,507,10940,0.06084
==> power groups by stage <==
stage | combinational [mW] | clock, mW | sequential [mW]
final | 1.22 | 11.2 | 13.8
after CTS | 1.22 | 11.4 | 13.8
after global routing | 1.30 | 11.8 | 13.8
==> worst paths after layout <==
kind,slack (ns),to,cells past startpoint,from
worst min register to register,1.21,delay_1.rdata[3]$_DFFE_PP_,6,ram[153][3]$_DFFE_PP_
worst max register to register,10.45,delay_1.rdata[1]$_DFFE_PP_,6,ram[92][1]$_DFFE_PP_
worst min-delay path,1.21,delay_1.rdata[3]$_DFFE_PP_,6,ram[153][3]$_DFFE_PP_
worst max-delay path,6.47,delay_1.rdata[1]$_DFFE_PP_,12,addrb[2]
==> stage by stage <==
step / cell area (um2) / total power [mW] / utilization
2_1_floorplan: 160300 / 14.76 / -
3_3_place_gp: 166300 / 15.31 / 0.4167
3_5_place_dp: 166300 / 15.32 / 0.4167
4_1_cts: 179800 / 26.41 / 0.4505
5_1_grt: 179800 / 26.95 / 0.4506
6_report: 179900 / 26.24 / 0.4506
==> worst register-to-register path: stages, from the launching register on <==
cell and delay, ns:
edfxtp_1 0.37, mux4_2 0.48, o31ai_1 0.59, nor4_1 0.15, nand4_1 0.48, nand4_1 0.58
and3_1 0.34
==> per-layer routing <==
layer	wire length, um	share of wire	up-vias	GRT usage
met5	839	0.0020	-	0.01702
met4	16450	0.040	36	0.06817
met3	70830	0.17	843	0.1693
met2	192700	0.47	4964	0.3279
met1	132700	0.32	40520	0.2621
li1	-	-	33920	-
Power is estimated from default activity; no workload was simulated.
